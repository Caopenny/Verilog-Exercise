===== ./design.v =====
`timescale 1ns / 1ps
module uart_rx(
              clk24m   ,
              rst      ,
              rdn      ,
              rx_dat    ,
              dat_o     ,
              dat_rdy   ,              
              frm_err   ,
              pity_err  ,
              dat_chg_flg
              );
input         clk24m; 
input         rst; 
input         rdn; 
input         rx_dat; 
output [7:0]  dat_o; 
output        dat_rdy; 
output        frm_err; 
output        pity_err; 
output        dat_chg_flg; 
reg           dat_rdy ,frm_err ,pity_err;
reg           clk1x_en; 
reg    [8:0]  rsr; 
reg    [7:0]  rbr; 
reg    [3:0]  no_bit_rx;
reg           pity ,dat_chg_flg;
reg    [31:0] cnt_div13;
reg           div13_en; 
reg    [3:0]  cnt_div16;
reg           div16_en; 
reg           dat_tmp_2 ,dat_tmp_1;
wire   [7:0]  dat_o;
localparam    SYS_FRE = 32'd24*(10**6),
              BPS     = 32'd115200,
              DIV_CLK = (SYS_FRE / BPS) >>> 4,
              DIV_CNT = DIV_CLK - 32'd1,
              DIV_EN  = (DIV_CNT >>> 1) - 32'd1;
assign dat_o   = !rdn ? rbr : 8'bz ;
initial begin
  {cnt_div13 ,div13_en}    <= {32'd0 ,1'd0};
  {dat_tmp_2 ,dat_tmp_1}   <= {1'd1 ,1'd1};
  {clk1x_en ,dat_rdy}      <= {1'd0 ,1'd0};
  {cnt_div16 ,div16_en}    <= {4'd0 ,1'd0};
  {rsr ,rbr ,pity}         <= {9'd0 ,8'd0 ,1'd1};
  {pity_err ,frm_err}      <= {1'd0 ,1'd0};
  {no_bit_rx ,dat_chg_flg} <= {4'd0 ,1'd0};
end
always@(posedge clk24m)
begin
	if(rst) begin
		{cnt_div13 ,div13_en} <= {32'd0 ,1'd0};
	end
	else begin
		if(cnt_div13 < DIV_CNT) begin
		  cnt_div13 <= cnt_div13 + 32'd1;
		end
		else begin
			cnt_div13 <= 32'd0;
		end
	end
	case(cnt_div13)
	  DIV_EN: begin div13_en <= 1'd1; end
   default: begin div13_en <= 1'd0; end
  endcase	
end
always @(posedge clk24m)
begin
	if(rst) begin
		{dat_tmp_2 ,dat_tmp_1} <= {1'd1 ,1'd1};
	end
	else begin
		if(div13_en) begin
		  {dat_tmp_2 ,dat_tmp_1} <= {dat_tmp_1 ,rx_dat};
		end
	end
end
always @(posedge clk24m)
begin
	if(rst)
		clk1x_en <= 1'd0;
	else begin
		if(div13_en) begin
		  if(!dat_tmp_1 && dat_tmp_2)
			  clk1x_en <= 1'd1;
		  else begin
		    if(no_bit_rx == 4'd12)
			    clk1x_en <= 1'd0;
			end
		end
	end
end
always @(posedge clk24m)
begin
	if(rst)
		dat_rdy <= 1'd0;
	else begin
		if(div13_en) begin
		  if(!rdn)
		  	dat_rdy <= 1'd0;
		  else if((no_bit_rx == 4'd11) && (cnt_div16 == 4'd15))
		  	dat_rdy <= 1'd1; 
		end
	end
end
always @(posedge clk24m)
begin
	if(rst) begin 
		{cnt_div16 ,div16_en} <= {4'd0 ,1'd0};
	end
	else begin
		if(div13_en) begin 
       if(clk1x_en) begin
		      cnt_div16 <= cnt_div16 + 4'd1;
		   end
	     else begin
	     	 if(!clk1x_en) begin
		        cnt_div16 <= 4'd0;
		     end
		   end
		   case(cnt_div16)
		     4'd6 : div16_en <= 1'd1;
		   default: div16_en <= 1'd0;
		   endcase
		end
	end		   
end
always @(posedge clk24m)
begin
	if(rst) begin
		{rsr ,rbr ,pity} <= {9'd0 ,8'd0 ,1'd1};
	end
	else begin
		if(div16_en & div13_en) begin 
			case(no_bit_rx)
		  4'd1: begin rsr[8]   <= dat_tmp_2;
		  	          rsr[7:0] <= rsr[8:1];
		  	          pity     <= pity ^ dat_tmp_2;
		  	    end
		  4'd2: begin rsr[8]   <= dat_tmp_2;
		  	          rsr[7:0] <= rsr[8:1];
		  	          pity     <= pity ^ dat_tmp_2;
		  	    end		  	    
		  4'd3: begin rsr[8]   <= dat_tmp_2;
		  	          rsr[7:0] <= rsr[8:1];
		  	          pity     <= pity ^ dat_tmp_2;
		  	    end
		  4'd4: begin rsr[8]   <= dat_tmp_2;
		  	          rsr[7:0] <= rsr[8:1];
		  	          pity     <= pity ^ dat_tmp_2;
		  	    end	
		  4'd5: begin rsr[8]   <= dat_tmp_2;
		  	          rsr[7:0] <= rsr[8:1];
		  	          pity     <= pity ^ dat_tmp_2;
		  	    end
		  4'd6: begin rsr[8]   <= dat_tmp_2;
		  	          rsr[7:0] <= rsr[8:1];
		  	          pity     <= pity ^ dat_tmp_2;
		  	    end
		  4'd7: begin rsr[8]   <= dat_tmp_2;
		  	          rsr[7:0] <= rsr[8:1];
		  	          pity     <= pity ^ dat_tmp_2;
		  	    end
		  4'd8: begin rsr[8]   <= dat_tmp_2;
		  	          rsr[7:0] <= rsr[8:1];
		  	          pity     <= pity ^ dat_tmp_2;
		  	    end
		  4'd9: begin rsr[8]   <= dat_tmp_2;
		  	          rsr[7:0] <= rsr[8:1];
		  	          pity     <= pity ^ dat_tmp_2;
		  	    end
		  4'd10:begin rbr      <= rsr[7:0];
		  	    end
		default:begin pity     <= 1'd1;
			      end	    		  	    		  	    		  	    		  	    		  	    	  	    			
      endcase
    end
	end
end
always @(posedge clk24m)
begin
	if(rst)
		pity_err <= 1'd0;
	else begin
		if(div16_en) begin
		  if((no_bit_rx >= 4'd10) && (!pity))
   	  	pity_err <= 1'd1;
		  else
		  	pity_err <= 1'd0;
		end
	end
end
always @(posedge clk24m)
begin
	if(rst)
		frm_err <= 1'd0;
	else begin
		if(div16_en) begin
		  if((no_bit_rx >= 4'd11) && (dat_tmp_2 != 1'd1))
			  frm_err <= 1'd1;
		  else
			  frm_err <= 1'd0;
		end
	end
end
always @(posedge clk24m)
begin
	if(rst)
		no_bit_rx <= 4'd0;
	else if (!clk1x_en)
		no_bit_rx <= 4'd0 ;
	else
	  if(div16_en & div13_en) begin
		  no_bit_rx <= no_bit_rx + 4'd1 ;
		end
end
always @(posedge clk24m)
begin
	if(rst)
		dat_chg_flg <= 1'd0;
	else
	  if(div16_en & div13_en) begin 
	    case(no_bit_rx)
	      4'd10: dat_chg_flg<=1'd1;
	    default: dat_chg_flg<=1'd0;
	    endcase
	  end
end
endmodule
module uart_top(
                input   clk,rst,
                input   rxd,tx_en,
                output  txd, 
                input  [7:0] tx_dat
                );                                                                                                                                                                    
reg        dat_chg_flg_ff1,dat_chg_flg_ff2;
wire [7:0] dat_o;
wire       dat_chg_flg;
assign  tx_en_dn  = ~dat_chg_flg_ff1&& dat_chg_flg_ff2;
always@(posedge clk)
begin
	if(rst) {dat_chg_flg_ff1,dat_chg_flg_ff2}<=2'd0;
	else {dat_chg_flg_ff1,dat_chg_flg_ff2}       <={dat_chg_flg,dat_chg_flg_ff1};
end
uart_rx uart_rx_uut (                              
    .clk24m     (clk        ),      
    .rst        (rst        ),      
    .rdn        (1'd0       ),      
    .rx_dat     (rxd        ),      
    .dat_o      (dat_o      ),      
    .dat_rdy    (           ),      
    .frm_err    (           ),      
    .pity_err   (           ),      
    .dat_chg_flg(dat_chg_flg)                      
    );                                             
uart_tx uart_tx_uut (             
    .clk24m   (clk      ),        
    .rst      (rst      ),        
    .dat_in   (dat_o    ),        
    .dly_ms   (10'd0    ),        
    .wrn      (tx_en_dn ),        
    .tbre     (         ),        
    .tsre     (         ),        
    .sdo      (txd      ),        
    .no_bit_tx(         )         
    );                            
endmodule
`timescale 1ns / 1ps
module  uart_tx(
               clk24m ,
               rst    ,
               dat_in ,
               dly_ms ,
               wrn    ,
               tbre   ,
               tsre   ,                                                   
               sdo    ,
               no_bit_tx
               ) ;
input          clk24m ,rst; 
input  [7:0]   dat_in; 
input          wrn; 
input  [9:0]   dly_ms;
output         tbre ,tsre; 
output         sdo;	  		 
output [3:0]   no_bit_tx;
reg            tbre ,tsre ,sdo ,clk1x_en ,parity;   
reg    [3:0]   no_bit_tx ,cnt_div16 ; 	 
reg    [7:0]   tsr ,Tbr; 
reg            wrn_tmp1 ,wrn_tmp2;	 
reg    [31:0]  cnt_div13;
reg            div13_en ,div16_en;
localparam    SYS_FRE = 32'd24*(10**6),
              BPS     = 32'd115200,
              DIV_CLK = (SYS_FRE / BPS) >>> 4,
              DIV_CNT = DIV_CLK - 32'd1,
              DIV_EN  = (DIV_CNT >>> 1) - 32'd1;
initial begin
  {cnt_div13 ,div13_en}     <= {32'd0 ,1'd0};
  {Tbr ,wrn_tmp2 ,wrn_tmp1} <= {8'd0 ,1'd1 ,1'd1};
  {clk1x_en ,tbre}          <= {1'd0 ,1'd1};
  {cnt_div16 ,div16_en}     <= {4'd0 ,1'd0};
  {sdo ,tsre ,parity ,tsr}  <= {1'd1 ,1'd1 ,1'd0 ,8'd0};	
  no_bit_tx <= 4'b0;  
end
always@(posedge clk24m)
begin
	if(rst) {cnt_div13 ,div13_en} <= {32'd0 ,1'd0};
	else begin
		if(cnt_div13 < DIV_CNT)
		  cnt_div13 <= cnt_div13 + 32'd1;
		else cnt_div13 <= 32'd0;
	end
	case(cnt_div13)
	  DIV_EN: begin div13_en <= 1'd1; end
   default: begin div13_en <= 1'd0; end
  endcase	
end
always @(posedge clk24m)
begin
	if(rst) {Tbr ,wrn_tmp2 ,wrn_tmp1} <= {8'd0 ,1'd1 ,1'd1};
	else begin
		if(div13_en) begin
		  {wrn_tmp2 ,wrn_tmp1} <= {wrn_tmp1 ,wrn};
		  if(!wrn) Tbr <= dat_in ;
		end
	end
end
reg [9 : 0]      cnt_750 ,cnt_1k;
reg [4 : 0]      cnt_32;
reg              clk_1khz ,dly_strt ,dly_stop;
initial begin
	{cnt_750 ,cnt_32} <= {10'd0 ,5'd0};
	{cnt_750 ,cnt_32 ,cnt_1k} <= {10'd0 ,5'd0 ,10'd0};
	{clk_1khz ,dly_strt ,dly_stop} <= {1'd0 ,1'd0 ,1'd0};
end
always@(posedge clk24m)
begin
	if(rst | (~ dly_strt)) {cnt_750 ,cnt_32} <= {10'd0 ,5'd0};	 
	else begin
	  if(cnt_750 == 10'd749)begin          
        cnt_750 <= 10'd0;
        cnt_32 <= cnt_32 + 5'd1; 
    end
    else cnt_750 <= cnt_750 + 10'd1; 
  end
end
always@(posedge clk24m)
begin
 if(cnt_750==10'd749 && cnt_32==5'd31)   
      clk_1khz <= 1'd1; 
 else clk_1khz <= 1'd0; 
end
always@(posedge clk24m)
begin
 if((cnt_1k == 10'd499 && clk_1khz) || (~ dly_strt)) 
     cnt_1k <= 1'd0;
 else if(clk_1khz)
     cnt_1k <= cnt_1k + 10'd1;
 case({cnt_1k ,cnt_div13})
   {dly_ms ,DIV_EN} : dly_stop <= 1'd1; 
            default : dly_stop <= 1'd0; 
 endcase   
end
always @(posedge clk24m)
begin
	if(rst) {clk1x_en ,tbre} <= {1'd0 ,1'd1};
	else begin 
	  if(div13_en) begin
	    if(!wrn_tmp1 && wrn_tmp2)	        
	       {clk1x_en ,tbre} <= {1'd1 ,1'd0};                  
	    else if(no_bit_tx == 4'd12 && dly_stop)	  
         {clk1x_en ,tbre} <= {1'd0 ,1'd1};               
	  end
  end
end
always @(posedge clk24m)
begin
	if(rst) {cnt_div16 ,div16_en} <= {4'd0 ,1'd0};
	else begin
		if(div13_en) begin 
       if(clk1x_en) cnt_div16 <= cnt_div16 + 4'd1 ;
	     else if(!clk1x_en) cnt_div16 <= 4'd0;
		   case(cnt_div16)
		     4'd6 : div16_en <= 1'd1;
		   default: div16_en <= 1'd0;
		   endcase
		end
	end		   
end
always @(posedge clk24m)
begin
	if(rst) {sdo ,parity ,tsr} <= {1'd1 ,1'd0 ,8'd0};
	else begin
		if(div16_en & div13_en) begin
			case(no_bit_tx)
			  4'd0: begin
			  	      {tsr } <= {Tbr };  
			  	    end
			  4'd1: begin
			  	      sdo <= 1'd0 ;
			  	    end
			  4'd2: begin 
			  	      tsr[6:0] <= tsr[7:1];     
			  	      tsr[7]   <= 1'd0;           
			  	      sdo      <= tsr[0];            
			  	      parity   <= parity ^ tsr[0];
			  	    end
			  4'd3: begin
			  	      tsr[6:0] <= tsr[7:1];       
			  	      tsr[7]   <= 1'd0;           
			  	      sdo      <= tsr[0];         
			  	      parity   <= parity ^ tsr[0];
			  	    end
			  4'd4: begin
			  	      tsr[6:0] <= tsr[7:1];       
			  	      tsr[7]   <= 1'd0;           
			  	      sdo      <= tsr[0];         
			  	      parity   <= parity ^ tsr[0];
			  	    end
			  4'd5: begin
			  	      tsr[6:0] <= tsr[7:1];       
			  	      tsr[7]   <= 1'd0;           
			  	      sdo      <= tsr[0];         
			  	      parity   <= parity ^ tsr[0];
			  	    end
			  4'd6: begin
			  	      tsr[6:0] <= tsr[7:1];       
			  	      tsr[7]   <= 1'd0;           
			  	      sdo      <= tsr[0];         
			  		    parity   <= parity ^ tsr[0];
			  		  end
			  4'd7: begin
			  	      tsr[6:0] <= tsr[7:1];       
			  	      tsr[7]   <= 1'd0;           
			  	      sdo      <= tsr[0];         
			  	      parity   <= parity ^ tsr[0];
			  	    end
			  4'd8: begin
			  	      tsr[6:0] <= tsr[7:1];       
			  	      tsr[7]   <= 1'd0;           
			  	      sdo      <= tsr[0];         
			  	      parity   <= parity ^ tsr[0];
			  	    end
			  4'd9: begin
			  	      tsr[6:0] <= tsr[7:1];       
			  	      tsr[7]   <= 1'd0;           
			  	      sdo      <= tsr[0];         
			  	      parity   <= parity ^ tsr[0];
			  	    end
			 4'd10: begin
			 	        sdo      <= parity ;
			 	      end
			 4'd11: begin
			 	        sdo      <= 1'd1 ;   
			 	        parity   <= 1'd0;
			 	      end
		 default: begin
		 	          {sdo ,parity} <= {1'd1 ,1'd0};   
			  	    end 
			 endcase  			  	      
		end   
	end
end
always @(posedge clk24m)
begin
	if(rst) {dly_strt ,tsre} <= {1'd0 ,1'd1};
	else begin
		case(no_bit_tx)
		  4'd0 : if(div16_en & div13_en) tsre <= 1'd0;  
		  4'd11: if(div16_en & div13_en) dly_strt <= 1'd1;
		  4'd12: if(dly_stop) {dly_strt ,tsre} <= {1'd0 ,1'd1};
		default: ;
		endcase
	end
end
always @(posedge clk24m)
begin
	if(rst) no_bit_tx <= 4'd0;
	else begin		 
	    if(!clk1x_en)
		    no_bit_tx <= 4'd0;
	    else begin
	    	if(div16_en & div13_en)
		      no_bit_tx <= (no_bit_tx <= 4'd11) ? no_bit_tx + 4'd1 : no_bit_tx;
		  end
	end
end
endmodule

===== ./run.sh =====
#!/bin/bash
# OpenROAD 26Q1-2900-gdf79404cd8, Yosys 0.63+post, stock flow scripts
make -C /OpenROAD-flow-scripts/flow DESIGN_CONFIG=/design/flow/config.mk WORK_HOME=/design/flow/orfs finish

===== ./config.mk =====
export PLATFORM = sky130hd
export DESIGN_NAME = uart_top
export DESIGN_NICKNAME = uart_top
export VERILOG_FILES = /design/flow/design.v
export SDC_FILE = /design/flow/constraint.sdc
export NUM_CORES = 4
export LEC_CHECK = 1
export CORE_UTILIZATION = 50

===== ./constraint.sdc =====
current_design uart_top

set clk_period 4.0
set clk_io_pct 0.2

create_clock -name clk0 -period $clk_period [get_ports {clk}]

set non_clock_inputs [all_inputs -no_clocks]
set_input_delay [expr $clk_period * $clk_io_pct] -clock clk0 $non_clock_inputs
set_output_delay [expr $clk_period * $clk_io_pct] -clock clk0 [all_outputs]

==> results.sh <==
# source this file to load flow results
export IMPL_worst_path_max_fanout=7
export IMPL_top_cell_area_share=0.562
export IMPL_fp_dieArea_um2=11500
export IMPL_drt_pre_antenna_iters=4
export IMPL_clock_fmax_mhz=477
export IMPL_yosys_top_cells_count="sky130_fd_sc_hd__dfxtp_1 (156), sky130_fd_sc_hd__nor2_1 (77), sky130_fd_sc_hd__nand2_1 (36), sky130_fd_sc_hd__mux2i_1 (32), sky130_fd_sc_hd__inv_1 (27)"
export IMPL_max_vdd_ir_drop_v=0.000318
export IMPL_floorplan_core_density=0.512
export IMPL_fin_crit_ns=2.10
export IMPL_grt_ovfl_total=0
export IMPL_grt_max_degree=53
export IMPL_proportion_of_synthesized_chip_area_in_sequential_cells=0.562
export IMPL_postSynth_topFlopCell="sky130_fd_sc_hd__dfxtp_1"
export IMPL_final_min_period_over_clock_period=0.524
export IMPL_drive_above_1_share=0.0610
export IMPL_path_class="flop to flop"
export IMPL_number_of_clock_sinks=156
export IMPL_cts_tree="done"
export IMPL_die_x_um=107
export IMPL_fin_worst_skew_ns=0.00626
export IMPL_max_cap_viol_count=0
export IMPL_netlist_top_cell_by_area="sky130_fd_sc_hd__dfxtp_1"
export IMPL_initial_antenna_violation_count=0
export IMPL_async_reset_ff_frac=0
export IMPL_fin_total_pwr_mw=3.24
export IMPL_worst_setup_hold_path_clk_slew_ns=0.06
export IMPL_gr_usage_all_layers=0.164
export IMPL_max_slew_worst_pin_slew_ns=0.723
export IMPL_place_gp_congestion=0.786
export IMPL_post_synth_num_cell_types=54
export IMPL_critPathArrivalTime_ns=2.46
export IMPL_cts_repair_resized=0
export IMPL_ios=13
export IMPL_top_cells_by_area="sky130_fd_sc_hd__dfxtp_1 (56%), sky130_fd_sc_hd__mux2i_1 (5.8%), sky130_fd_sc_hd__nor2_1 (5.2%), sky130_fd_sc_hd__ha_1 (5.2%), sky130_fd_sc_hd__nand2_1 (2.4%)"
export IMPL_cellLeakagePower_nw=2.48
export IMPL_place_ws_ns=1.91
export IMPL_yosysWarningCount=5
export IMPL_finalWorstSetupSlack_ns=1.90
export IMPL_power_density_cell_area_nw_per_um2=498
export IMPL_synthToLayoutAreaGrowth_pct=17.3
export IMPL_die_h_um=107
export IMPL_routed_via_count=3640
export IMPL_synth_edff_count=0
export IMPL_rows=38
export IMPL_finish_utilization=0.601
export IMPL_grt_pass1_wl_um=14700
export IMPL_setup_worst_path_start_class="flop"
export IMPL_hold_class="flop to flop"
export IMPL_clk_latency_ns=0.50
export IMPL_synth_chip_area_um2=5550
export IMPL_cts_buffers_inserted=17
export IMPL_timing_reg2reg_setup_slack_ns=1.90
export IMPL_timing_final_hold_violations=0
export IMPL_postRouteWirelength_um=8270
export IMPL_run_status="finished clean"
export IMPL_core_area_um2=10800
export IMPL_route_antenna_diode_count=0
export IMPL_grt_setup_unrepaired="false"
export IMPL_warnings=47
export IMPL_timing_final_setup_violations=0
export IMPL_place_detailed_hpwl_um=5360
export IMPL_synth_seq_cells=156
export IMPL_worst_setup_path_end_kind="flop"
export IMPL_first_global_vias=3380
export IMPL_worst_hold_slack_ns=0.455
export IMPL_finalSetupTns_ns=0
export IMPL_synth_avg_cell_area_um2=10.1
export IMPL_synth_stat_cells=549
export IMPL_max_slew_margin=0.514
export IMPL_cp_required_ns=4.37
export IMPL_cts_setup_buffers=0
export IMPL_detail_route_antenna_nets=0
export IMPL_routedWlPerCell_um=10.8
export IMPL_viasPerCell=4.77
export IMPL_synthCells=549
export IMPL_ctsRootBufferMaster="sky130_fd_sc_hd__clkbuf_8"
export IMPL_drt_iter0_drc=245
export IMPL_maximum_buffer_depth_of_the_clock_tree=2
export IMPL_cts_hold_fix_buffers=0
export IMPL_port_buffers=3
export IMPL_yosysMostFrequentCell="sky130_fd_sc_hd__dfxtp_1"
export IMPL_post_route_drc_count=0
export IMPL_cts_htree_levels=4
export IMPL_drv_slew=0
export IMPL_mappedNetlistArea_um2=5550
export IMPL_num_fill_cells=912
[kinds of logic after synthesis]
| group | share of synthesized area |
|---|---|
| adder cells (fa/ha/maj) | 0.0518 |
| buffers and inverters | 0.0345 |
| flip-flops | 0.562 |
| multiplexers | 0.0597 |
| other | 0.000675 |
| AND/OR/NAND/NOR | 0.175 |
| XOR/XNOR | 0.0363 |
| AND-OR/OR-AND | 0.0793 |
[critical path, cell delays in order, from the launching register on]
cell                       delay [ns]
sky130_fd_sc_hd__dfxtp_1         0.34
sky130_fd_sc_hd__inv_1           0.15
sky130_fd_sc_hd__ha_1            0.27
sky130_fd_sc_hd__or3b_1          0.38
sky130_fd_sc_hd__or4_1           0.57
sky130_fd_sc_hd__o21bai_1        0.19
sky130_fd_sc_hd__a221oi_1        0.06
[cell type report]
type	instances	area (um^2)	area share
timing repair buffer	6	47.5	0.00730
sequential	156	3120	0.480
clock inverter	9	163	0.0250
inverter	28	105	0.0161
clock buffer	22	453	0.0696
multi-input combinational	402	2440	0.375
tap	140	175	0.0269
[report_power, final]
part	total [mW]	leakage, nW	internal [mW]	switching (mW)
Clock	1.63	0.295	1.05	0.580
Sequential	1.59	1.28	1.58	0.00724
Combinational	0.0227	0.911	0.00603	0.0166
[final timing paths]
check	from	end	cells after the start
min reg2reg	uart_tx_uut.wrn_tmp2	uart_tx_uut.clk1x_en	2
min	uart_tx_uut.wrn_tmp2	uart_tx_uut.clk1x_en	2
max	uart_tx_uut.no_bit_tx[0]	uart_tx_uut.tsr[2]	6
max reg2reg	uart_tx_uut.no_bit_tx[0]	uart_tx_uut.tsr[2]	6
[state kept, by name, indices dropped and copies added, names as in the netlist, 4 cells and up]
| register | count |
|---|---|
| uart_rx_uut.cnt_div13 | 32 |
| uart_rx_uut.cnt_div16 | 4 |
| uart_rx_uut.no_bit_rx | 4 |
| uart_rx_uut.rbr | 8 |
| uart_rx_uut.rsr | 9 |
| uart_tx_uut.Tbr | 8 |
| uart_tx_uut.cnt_1k | 10 |
| uart_tx_uut.cnt_32 | 5 |
| uart_tx_uut.cnt_750 | 10 |
| uart_tx_uut.cnt_div13 | 32 |
| uart_tx_uut.cnt_div16 | 4 |
| uart_tx_uut.no_bit_tx | 4 |
| uart_tx_uut.tsr | 8 |
[cell usage in the layout (no fill, tap or decap), types with 6 or more instances in the layout]
master,synthesis,routed
sky130_fd_sc_hd__nand3_1,12,12
sky130_fd_sc_hd__and3_1,6,6
sky130_fd_sc_hd__nand4_1,14,14
sky130_fd_sc_hd__dfxtp_1,156,156
sky130_fd_sc_hd__inv_1,27,27
sky130_fd_sc_hd__ha_1,23,23
sky130_fd_sc_hd__nand2_1,36,36
sky130_fd_sc_hd__clkbuf_16,0,16
sky130_fd_sc_hd__nor4_1,16,16
sky130_fd_sc_hd__o21bai_1,8,8
sky130_fd_sc_hd__nor3_1,11,11
sky130_fd_sc_hd__mux2i_1,32,32
sky130_fd_sc_hd__o21ai_0,10,10
sky130_fd_sc_hd__conb_1,1,56
sky130_fd_sc_hd__nor2_1,77,77
sky130_fd_sc_hd__a21oi_1,20,20
sky130_fd_sc_hd__xor2_1,11,11
sky130_fd_sc_hd__nor2b_1,9,9
sky130_fd_sc_hd__a221oi_1,8,8
sky130_fd_sc_hd__xnor2_1,12,12
[per-layer routing]
layer,vias to the layer above,part of all wire,GRT usage
li1,1951,-,-
met1,1662,0.51,0.248
met2,21,0.46,0.260
met3,6,0.021,0.0321
met4,0,0.010,0.0245
met5,-,0,0
[metrics by stage]
step,std cells,cell area [um^2]
floorplan,604,5760
global placement,732,5900
detailed placement,732,5900
CTS,763,6510
global route,763,6510
finish,763,6510
Power and IR drop assume default switching activity.
