$ cat flow/design.v
module gcd3(
	input wire clk, 
	input wire clr, 
	input wire go,
	input wire [3:0] xin,
	input wire [3:0] yin,
	output reg done,
	output reg [3:0] gcd
);
	reg [3:0]x,y;
	reg calc;
	always @(posedge clk or posedge clr) begin 
		if(clr)begin
			x<=0;y<=0;gcd<=0;
			done<=0;cal<=0;
		end  
		else begin
			done<=0;
			if(go==1)begin
				x<=xin;
				y<=yin;
				calc<=1;
			end  
			else begin
				if(calc)
					if(x==y)
					begin
						gcd<=x;
						done<=1;
						calc<=0;
					end
					else 
						if(x<y) y<=y-x;
						else x<=x-y;
				end
			end
	end
	endmodule  
$ cat flow/run.sh
#!/bin/bash
# OpenROAD 26Q1-2900-gdf79404cd8, Yosys 0.63+post, stock flow scripts
make -C /OpenROAD-flow-scripts/flow DESIGN_CONFIG=/design/flow/config.mk WORK_HOME=/design/flow/orfs finish
$ cat flow/config.mk
export PLATFORM = sky130hd
export DESIGN_NAME = gcd3
export DESIGN_NICKNAME = gcd3
export VERILOG_FILES = /design/flow/design.v
export SDC_FILE = /design/flow/constraint.sdc
export NUM_CORES = 4
export LEC_CHECK = 1
export CORE_AREA = 10 10 89 89
export DIE_AREA = 0 0 99 99
$ cat flow/constraint.sdc
current_design gcd3

set clk_period 3.3
set clk_io_pct 0.2

create_clock -name clk0 -period $clk_period [get_ports {clk}]

set non_clock_inputs [all_inputs -no_clocks]
set_input_delay [expr $clk_period * $clk_io_pct] -clock clk0 $non_clock_inputs
set_output_delay [expr $clk_period * $clk_io_pct] -clock clk0 [all_outputs]
==> results_slide.txt <==
Run Summary

Status
  – Status: complete, no violations

CTS
  – Clock sinks: 14
  – Clk latency late pin: between 0.2 and 0.25 ns
  – H-tree levels: 1
  – Reg clk slew, reported paths: roughly 0.050 ns
  – Post-CTS sizing: 0
  – Root Driver: clkbuf_8
  – CTS tree: yes
  – Hold buffers post-CTS: 0
  – Longest Clk Path Bufs: 2
  – CTS Buf Count: 3
  – Post-CTS Setup Repair Bufs: 0

Timing
  – Final worst slack: around 1.2 ns
  – RSZ-0062 raised after global routing: no
  – Tightest Pin Transition: ~0.66 ns
  – Setup-failing EPs final: 0
  – Clk_skew: 0.00466 ns
  – Tcrit/Tclk final: 0.638
  – Setup_tns: 0 ns
  – Maximum clock rate: around 480 MHz
  – Max_slew headroom: 0.558
  – Min Tclk post-route: 2.10 ns
  – Slew Limit Fails: 0
  – Final hold vios: 0

Drt
  – Routed WL per cell: approximately 10 µm
  – Detail Route Antenna Nets: 0
  – Via density: 3.50
  – DRT Pass-1 Iters: 4
  – Drt total wl: between 1500 and 2000 µm
  – DRT iter0 DRCs: 27
  – N_diodes: 0
  – Vias: around 620
  – DRC violations left: 0

Synthesis
  – Syn Area/Cell: approximately 11 µm²
  – Top cells by count: dfrtp_1 (13), inv_1 (13), nand2_1 (11)
  – Chip area in the Yosys report: 920 µm²
  – Cell taking the most area after synthesis: dfrtp_1
  – Seq share, synth: 0.386
  – Area share, top type: 0.354
  – Synth warn: 3
  – Synthesized instance count: 86
  – Most common reg cell: dfrtp_1
  – Post-synth ARST share: 0.929
  – Synth flops: 14
  – Area contributors post-synth: dfrtp_1 (35%), ha_1 (9.5%), mux2i_1 (5.4%)
  – Synthesized area: roughly 920 µm²
  – Netlist cell types: 28
  – Number of enable flip-flop cells: 1
  – Ys cells: about 86

Global routing
  – Largest net degree at the start of global routing: 20
  – Gr ovfl total: 0
  – Vias in the first global route: around 670
  – GRT Overall Usage: 0.0414
  – Initial antenna violation count: 0
  – First-pass GRT wire length: ~3400 µm

Placed design
  – Port Buffer Count: 15
  – Placed Cells: 173
  – Placed inst area: roughly 1100 µm²
  – DP Wirelength: roughly 1500 µm
  – GPL Wtd Cong: 0.789
  – Place WS: 0.919 ns

Power
  – Psw: about 0.5 mW
  – Reg power frac: 0.253
  – Pwr Density: about 1000 nW/µm²
  – Combinational power share: 0.630
  – Peak supply drop: between 300 and 400 µV
  – Sw Share: 0.406
  – Clock share of power: 0.117
  – Internal power: 0.727 mW
  – P_leak: 0.522 nW

Critical path
  – Worst EP required: 3.42 ns
  – Critical Path AT: 2.23 ns
  – Worst setup startpoint: go
  – R2R Setup Slk: around 1.3 ns
  – R2R cell count: 8
  – Critical path class: input port to register
  – Crit path max fanout: 19
  – Reg2reg start: x[0]
  – Worst R2R End: x[2]
  – Critical path startpoint category: input port
  – Critical Path End Type: register

Min path
  – WHS Endpoint: gcd[2]
  – Hold Path Class: register to register
  – Hold path cells: 1
  – Hold Path Origin: gcd[2]

Layout
  – Layout cell share with drive strength beyond 1: 0.137
  – Finished Layout Cells: approximately 180
  – Design area: between 1000 and 1500 µm²
  – Fin util: 0.198
  – Fillers: 645
  – Area Growth Syn to Fin: 29.3%

Floorplanning
  – Init Core Util: 0.154
  – Die ar.: ~9800 µm²
  – Die W: ~99 µm
  – Die Span Y: 99 µm
  – Num rows: 28
  – I/O pin total: 16
  – Core box area: between 5000 and 6000 µm²

Run
  – OpenROAD warning count: 28
  – Max-cap violation count: 0
## power groups by stage
stage | combinational [mW] | clock (mW) | sequential [mW]
CTS | 0.787 | 0.147 | 0.313
global route | 0.893 | 0.158 | 0.326
finish | 0.771 | 0.143 | 0.310
## registers in the layout, indices dropped and copies added (netlist names)
| name | count |
|---|---|
| calc | 1 |
| x | 4 |
| done | 1 |
| y | 4 |
| gcd | 4 |
## worst max-delay path: stages
cell	delay (ns)
clkdlybuf4s50_1	0.75
nor3b_4	0.44
mux2_2	0.37
## worst max-delay path by stage
stage                 endpoint  slack [ns]  cells after the start
after CTS               gcd[0]        1.18                      3
after global routing    gcd[0]        1.07                      3
final                   gcd[0]        1.20                      3
## through the flow
step	power (mW)	hold WS, ns
global route	1.38	0.532
global placement	1.09	0.502
floorplan	0.940	0.456
detailed placement	1.10	0.504
CTS	1.25	0.516
finish	1.22	0.506
## layer usage
| layer | wire, µm | vias to the layer above | track usage |
|---|---|---|---|
| met5 | 0 | - | 0 |
| met4 | 8 | 0 | 0.00331 |
| met3 | 103 | 2 | 0.0155 |
| met2 | 866 | 16 | 0.0656 |
| met1 | 875 | 279 | 0.0545 |
| li1 | - | 323 | - |
## cells by family after synthesis
| group | share of synthesized area |
|---|---|
| AND/OR/NAND/NOR | 0.112 |
| adder cells (fa/ha/maj) | 0.139 |
| AND-OR/OR-AND | 0.147 |
| XOR/XNOR | 0.0381 |
| multiplexers | 0.103 |
| buffers and inverters | 0.0748 |
| flip-flops | 0.386 |
## placed cells by master (no fill, tap or decap)
| cell | instances |
|---|---|
| xnor2_1 | 3 |
| xor2_1 | 1 |
| o211ai_4 | 1 |
| a31oi_1 | 2 |
| edfxtp_1 | 1 |
| mux2_2 | 4 |
| a31o_2 | 1 |
| a21oi_1 | 2 |
| nor3b_4 | 1 |
| and3_4 | 1 |
| o21ai_0 | 6 |
| a21o_2 | 1 |
| dfrtp_1 | 13 |
| nand2_1 | 11 |
| clkbuf_8 | 3 |
| o311ai_0 | 1 |
| a21o_1 | 1 |
| inv_1 | 13 |
| clkbuf_1 | 1 |
| mux2i_1 | 5 |
| fa_1 | 2 |
| and2_1 | 1 |
| o31ai_1 | 2 |
| nand4_4 | 1 |
| o2111a_2 | 1 |
| ha_1 | 7 |
| nor2_1 | 1 |
| clkdlybuf4s50_1 | 15 |
## cell type report
| class | count | area, µm² | share of cell area |
|---|---|---|---|
| Timing Repair Buffer | 15 | 150 | 0.126 |
| Tap cell | 75 | 93.8 | 0.0789 |
| Inverter | 13 | 48.8 | 0.0411 |
| Sequential cell | 14 | 355 | 0.299 |
| Multi-Input combinational cell | 56 | 495 | 0.417 |
| Clock buffer | 4 | 45.0 | 0.0379 |
No activity file was given, so power comes from the tool's default toggle rates.
